==> /design/flow/design.v <==
module timer(CLOCK_50, KEY, HEX0, HEX1, LEDR);
	input CLOCK_50;
	input [1:0] KEY;
	output [6:0] HEX0;
	output [6:0] HEX1;
	output [0:0] LEDR;
	wire [9:0] max_time;
	wire timer_done;
	wire [9:0] timer_value;
	wire [7:0] dec;
	assign max_time = 10'd60;
	assign LEDR[0] = timer_done;
	timerb T0(CLOCK_50, KEY[0], KEY[1], max_time, timer_done, timer_value);
	hex_to_dec HD0(timer_value[7:0], dec);
	hex_decoder H0(dec[3:0], HEX0); 
	hex_decoder H1(dec[7:4], HEX1);
endmodule
module timerb(clk, resetn, manual_resetn, max_time, timer_done, timer_value);  
	input clk;
	input resetn;
	input manual_resetn;  
	input [9:0] max_time;
	output timer_done;  
	output reg [9:0] timer_value;  
	wire enable;
	RateDivider R0(clk, resetn && ~timer_done, enable);
	always@(posedge clk)
	begin
		if(!resetn || !manual_resetn)
			timer_value <= max_time;
		else if(enable)
			timer_value <= timer_value - 1'b1;	
	end
	assign timer_done = (timer_value == 10'b0) ? 1'b1 : 1'b0;
endmodule
module RateDivider
#(parameter CLOCK_FREQUENCY = 50000000) (
	input ClockIn,
	input resetn,
	output Enable
);
	reg [27:0] q;	 
	wire [27:0] q_max;
	assign q_max = CLOCK_FREQUENCY;
	always@(posedge ClockIn)
	begin
		if (!resetn)  
			q <= q_max;
		else
			if (q == 28'b0)
				q <= q_max;
			else
				q <= q - 1;
	end
	assign Enable = (q == 28'b0) ? 1'b1 : 1'b0;  
endmodule
module hex_decoder(d, hex);  
	input wire [3:0] d;
	output reg [6:0] hex;
	always@(*)
	begin
		case(d)
			4'b0000: hex = 7'b1000000;  
			4'b0001: hex = 7'b1111001;  
			4'b0010: hex = 7'b0100100;  
			4'b0011: hex = 7'b0110000;  
			4'b0100: hex = 7'b0011001;  
			4'b0101: hex = 7'b0010010;  
			4'b0110: hex = 7'b0000010;  
			4'b0111: hex = 7'b1111000;  
			4'b1000: hex = 7'b0000000;  
			4'b1001: hex = 7'b0011000;  
			4'b1010: hex = 7'b0001000;  
			4'b1011: hex = 7'b0000011;  
			4'b1100: hex = 7'b1000110;  
			4'b1101: hex = 7'b0100001;  
			4'b1110: hex = 7'b0000110;  
			4'b1111: hex = 7'b0001110;  
		endcase
	end
endmodule
module hex_to_dec(hex, dec);
	input [7:0] hex;
	output reg [7:0] dec;
	reg [3:0] dummy;
	always@(*)
	begin
		if(hex < 10)
		begin
			dec <= hex;
		end
		else if(hex < 20)
		begin
			dec <= hex - 8'd10;
			dec[7:4] <= 4'b0001;
		end
		else if(hex < 30)
		begin
			dec <= hex - 8'd20;
			dec[7:4] <= 4'b0010;
		end
		else if(hex < 40)
		begin
			dec <= hex - 8'd30;
			dec[7:4] <= 4'b0011;
		end
		else if(hex < 50)
		begin
			dec <= hex - 8'd40;
			dec[7:4] <= 4'b0100;
		end
		else if(hex < 60)
		begin
			dec <= hex - 8'd50;
			dec[7:4] <= 4'b0101;
		end
		else
		begin
			dec <= 8'd0;
		end
	end
endmodule
==> /design/flow/run.sh <==
#!/bin/bash
# OpenROAD 26Q1-2900-gdf79404cd8, Yosys 0.63+post, stock flow scripts
make -C /OpenROAD-flow-scripts/flow DESIGN_CONFIG=/design/flow/config.mk WORK_HOME=/design/flow/orfs finish
==> /design/flow/config.mk <==
export PLATFORM = sky130hd
export DESIGN_NAME = timer
export DESIGN_NICKNAME = timer
export VERILOG_FILES = /design/flow/design.v
export SDC_FILE = /design/flow/constraint.sdc
export NUM_CORES = 4
export LEC_CHECK = 1
export CORE_UTILIZATION = 30
==> /design/flow/constraint.sdc <==
current_design timer

set clk_period 10.2
set clk_io_pct 0.2

create_clock -name clk0 -period $clk_period [get_ports {CLOCK_50}]

set non_clock_inputs [all_inputs -no_clocks]
set_input_delay [expr $clk_period * $clk_io_pct] -clock clk0 $non_clock_inputs
set_output_delay [expr $clk_period * $clk_io_pct] -clock clk0 [all_outputs]
==> GITHUB_STEP_SUMMARY <==
## Implementation flow summary

| Metric | Value |
|---|---|
| Outcome | `finished clean` |
| Top cells, area | `dfxtp_1 32%, ha_1 11%, xnor2_1 8.0%` |
| Met1 wire length | `2244 microns` |
| Max layer used | `met4` |
| Post-CTS Setup Bufs | `0` |
| CP max stage cell | `o21ai_0` |
| Met2 wire length | `about 2100 microns` |
| Worst-Skew Late Latency | `290 ps` |
| Final core utilization | `0.3559` |
| Fill cells | `roughly 800` |
| Post-CTS sizing | `0` |
| Tool warnings | `about 40` |
| Pin count of the biggest net entering global routing | `17` |
| Post-synth top area cell | `dfxtp_1` |
| Worst setup EP type | `primary output` |
| Critical Path Start | `T0.timer_value[3]$_SDFFE_PP1P_` |
| Port-buffer cells | `17` |
| Crit path required time | `about 8200 ps` |
| Vias in the first global route | `about 1800` |
| Clock-pin slew on the worst setup and hold paths | `about 70 ps` |
| CTS root buffer | `clkbuf_8` |
| Row count | `32` |
| Routed Antenna Nets | `0` |
| Critical Path AT | `approximately 4200 ps` |
| Post-synthesis average cell area | `between 7 and 8 sq um` |
| Final setup violation count | `0` |
| Clk sink count | `38` |
| Hold Startpoint | `T0.R0.q[9]$_SDFF_PP0_` |
| VDD IR max | `approximately 0.00013 V` |
| Async S/R FF share, synth | `0` |
| Synth Cell Area | `2396 sq um` |
| Worst Skew | `9.916 ps` |
| CTS Hold Buffers Added | `0` |
| Detailed Place HPWL | `between 3000 and 4000 microns` |
| Seq share, synth | `0.3175` |
| Gate Area | `about 1500 sq um` |
| Final period util | `0.6140` |
| Area of placed instances | `2644 sq um` |
| EDFF count, synth | `0` |
| Crit-path cells | `inv_1 > ha_1 > a21boi_0 > or3_1 > nand2_1 > and3_1 > o21ai_0 > inv_1 > ha_1 > nor2_1 > a211oi_1 > a221oi_1 > clkdlybuf4s50_1` |
| #FFs+latches synth | `38` |
| Die area | `between 8000 and 9000 sq um` |
| Total global routing overflow | `0` |
| Instance tally after logic synthesis | `301` |
| Die y size | `slightly above 90 microns` |
| Clock period minus worst slack | `6263 ps` |
| Clock Path Buffers | `2` |
| Critical Path Source Type | `flop` |
| Commonest cells post-synth | `38 x dfxtp_1, 38 x nor2_1, 36 x nand2_1, 22 x xnor2_1, 21 x ha_1` |
| RSZ-0062 raised after global routing | `false` |
| Vias | `approximately 2000` |
| Die W | `91.37 microns` |
| Reg area | `roughly 760 sq um` |
| Area Growth Syn to Fin | `14.78%` |
| Max FO, Critical Path | `11` |
| Final Max Slew Viols | `0` |
| Total CTS buffers | `5` |
| Max Fclk | `about 160 MHz` |
| Final worst slack | `3937 ps` |
| Final hold vios | `0` |
| Gr usage total | `0.1189` |
| Final instance area | `around 2800 sq um` |
| Floorplan core area | `roughly 7700 sq um` |
| Setup WS pre-CTS | `roughly 4300 ps` |
| Yosys warns | `4` |
| Worst r2r src | `T0.R0.q[11]$_SDFF_PP0_` |
| 1st-iter DRT viols | `~87` |
| Ports | `18` |
| # Cells Yosys | `roughly 300` |
| Fp_density | `0.3101` |
| Area share, top type | `0.3175` |
| Drt wl/cell | `11.09 microns` |
| Share of cells above drive strength 1 | `0.05414` |
| PwrDens | `around 120 nW/um^2` |
| Met3 routed WL | `between 200 and 250 microns` |
| Unique cell types | `43` |
| WL final | `4612 microns` |
| Critical path type | `flop to primary output` |
| Dominant flop cell | `dfxtp_1` |
| Vias per cell | `slightly below 5` |
| ANT cells | `0` |
| Final Wtd Congestion | `roughly 0.9` |
| Rel. slew slack | `0.4300` |
| H-tree depth | `2` |
| YS chip area | `roughly 2400 sq um` |
| Leak | `about 1.0 nW` |
| Slew @ Worst Pin | `~850 ps` |
| Largest stage delay on the critical path | `580 ps` |
| Hold WC Path Type | `flop to flop` |
| CTS tree | `yes` |
| Total of max-cap violations | `0` |
| DRC | `0` |
| Initial antenna violation count | `0` |
| Final setup TNS | `0 ps` |
| First-pass iteration count of the detailed router | `4` |
| First-pass GRT wire length | `between 8000 and 9000 microns` |
placed cells by master (no fill, tap or decap), types with 9 or more instances in the layout:
cell type        count
nand3_1             14
nand2_1             36
clkdlybuf4s50_1     17
nor2_1              38
nor3_1              11
xnor2_1             22
dfxtp_1             38
ha_1                21
xor2_1               9
a21oi_1             10
inv_1               16
o21ai_0             11
worst max-delay path: cells and delay by family, from the launching register on:
kind | cells | cell delay (ps)
AND/OR/NAND/NOR | 4 | 590
AND-OR/OR-AND | 4 | 1340
flip-flops | 1 | 540
buffers and inverters | 3 | 840
adder cells (fa/ha/maj) | 2 | 640
where the power goes:
group	internal, mW	switching (mW)
Clock	0.0732	0.0511
Combinational	0.0149	0.0175
Sequential	0.157	0.00865
Total	0.245	0.0772
cell families (layout without fill, tap and decap cells):
kind of cell	count (synthesis)	after routing	share of synthesized area
AND/OR/NAND/NOR	133	133	0.2689
flip-flops	38	38	0.3175
XOR/XNOR	31	31	0.1133
buffers and inverters	28	41	0.04595
multiplexers	4	4	0.01828
adder cells (fa/ha/maj)	21	21	0.1097
AND-OR/OR-AND	46	46	0.1264
state kept, by name, summed over array words and instances, names as in the netlist:
register        count
T0.R0.q            28
T0.timer_value     10
final cells by class:
type | count | area share
multi-input combinational | 235 | 0.5546
sequential | 38 | 0.2766
timing repair buffer | 17 | 0.06187
tap | 102 | 0.04641
clock buffer | 7 | 0.02775
inverter | 16 | 0.02184
clock inverter | 1 | 0.01092
through the flow:
step / hold WS, ps / power (mW) / instances
finish: 472.5 / 0.3226 / 416
global route: 511.2 / 0.3392 / 416
CTS: 479.1 / 0.3265 / 416
detailed placement: 469.0 / 0.2009 / 408
global placement: 460.5 / 0.2006 / 408
floorplan: 437.3 / 0.1943 / 301
routing by layer:
metal,GRT usage,up-vias
met2,0.1995,43
met4,0.01455,0
met5,0,-
met1,0.1715,890
li1,-,1060
met3,0.01361,6
worst paths after layout:
kind | end | slack, ps | cells after the start
max reg2reg | T0.timer_value[7]$_SDFFE_PP0P_ | 7130 | 7
max | HEX0[3] | 3940 | 13
min reg2reg | T0.R0.q[9]$_SDFF_PP0_ | 470 | 2
min | T0.R0.q[9]$_SDFF_PP0_ | 470 | 2
No activity file was given, so power comes from the tool's default toggle rates.
